### design/flow/run.sh
#!/bin/bash
# OpenROAD 26Q1-2900-gdf79404cd8, Yosys 0.63+post, stock flow scripts
make -C /OpenROAD-flow-scripts/flow DESIGN_CONFIG=/design/flow/config.mk WORK_HOME=/design/flow/orfs finish
### design/flow/design.v
`timescale 1ns / 1ps
module memory (
    input         CLK,
    input  [31:0] HRDATA_D,                 
    input         HREADY_D,                 
    input         HRESP_D,                  
    input  [31:0] EX_MEM_pc,                
    input  [31:0] EX_MEM_inst,              
    input  [31:0] EX_MEM_alu,               
    input  [31:0] EX_MEM_rs2,               
    input  [4:0]  EX_MEM_rd,                
    input         EX_MEM_is_load,           
    input         EX_MEM_is_store,          
    input         EX_MEM_is_sys,            
    input  [31:0] EX_MEM_csr_data,          
    input         forward_rs1_L_1,          
    input         forward_rs1_L_2,          
    input  [31:0] forward_rs1_L_1_datai,    
    input  [31:0] forward_rs1_L_2_datai,    
    output [31:0] MEM_WB_pc,                
    output [31:0] MEM_WB_inst,              
    output [31:0] MEM_WB_alu,               
    output [4:0]  MEM_WB_rd,                
    output [31:0] MEM_WB_data,              
    output [31:0] HADDR_D,                  
    output [31:0] HWDATA_D,                 
    output        HWRITE_D,                 
    output [2:0]  HSIZE_D,                  
    output [2:0]  HBURST_D,                 
    output [1:0]  HTRANS_D,                 
    output        HMASTLOCK_D,              
    output [3:0]  HPROT_D,                  
    output [31:0] load_data                 
);
reg [31:0] mem_wb_pc;
reg [31:0] mem_wb_inst; 
reg [31:0] mem_wb_alu;
reg [4:0]  mem_wb_rd;
reg [31:0] mem_wb_data;   
reg [31:0] EX_MEM_rs2_reg;
reg        EX_MEM_is_load_buffer;
assign MEM_WB_pc     = mem_wb_pc;
assign MEM_WB_inst   = mem_wb_inst;
assign MEM_WB_alu    = mem_wb_alu;
assign MEM_WB_rd     = mem_wb_rd;
assign MEM_WB_data   = mem_wb_data;
assign HADDR_D       = EX_MEM_alu;          
assign HWDATA_D      = EX_MEM_rs2_reg;      
assign HWRITE_D      = EX_MEM_is_store;     
assign HBURST_D      = 3'b000;      
assign HMASTLOCK_D   = 1'b0;                
assign HPROT_D       = 4'b0001;         
assign HSIZE_D       = data_size;           
always @(posedge CLK) begin
    EX_MEM_rs2_reg        <= EX_MEM_rs2;
    EX_MEM_is_load_buffer <= EX_MEM_is_load;
end
wire [2:0] data_size = (EX_MEM_is_load || EX_MEM_is_store) ? 
                       ((EX_MEM_inst[14:12] == 3'b000 || EX_MEM_inst[14:12] == 3'b100) ? 3'b000 :    
                        (EX_MEM_inst[14:12] == 3'b001 || EX_MEM_inst[14:12] == 3'b101) ? 3'b001 :
                                                                                         3'b010) :   
                       EX_MEM_is_load_buffer ? 
                       ((MEM_WB_inst[14:12] == 3'b000 || MEM_WB_inst[14:12] == 3'b100) ? 3'b000 :    
                        (MEM_WB_inst[14:12] == 3'b001 || MEM_WB_inst[14:12] == 3'b101) ? 3'b001 :
                                                                                         3'b010) :                                                          
                       3'b010;
wire valid_trans = EX_MEM_is_load || EX_MEM_is_store;
assign HTRANS_D = (valid_trans) ? 2'b10 : 2'b00;
assign load_data = (MEM_WB_inst[14:12] == 3'b100 || MEM_WB_inst[14:12] == 3'b101) ? 
                   ((data_size == 3'b000)     ? {{24{1'b0}}, HRDATA_D[7:0]}  :
                    (data_size == 3'b001) ? {{16{1'b0}}, HRDATA_D[15:0]} : 
                                                     HRDATA_D) :
                   ((data_size == 3'b000)    ? {{24{HRDATA_D[7]}}, HRDATA_D[7:0]}   :
                    (data_size == 3'b001) ? {{16{HRDATA_D[15]}}, HRDATA_D[15:0]} : 
                                                     HRDATA_D);
always @(posedge CLK) begin
    if (HREADY_D) begin
        if (!EX_MEM_is_load_buffer) begin
            mem_wb_pc   <= EX_MEM_pc;
            mem_wb_inst <= EX_MEM_inst;
            mem_wb_alu  <= EX_MEM_alu;
            mem_wb_rd <= EX_MEM_rd;
        end
        if      (EX_MEM_is_load_buffer) mem_wb_data <= load_data;   
        else if (EX_MEM_is_sys)         mem_wb_data <= EX_MEM_csr_data;   
        else                            mem_wb_data <= EX_MEM_alu;   
    end 
    else begin
        mem_wb_pc   <= mem_wb_pc;
        mem_wb_inst <= mem_wb_inst;
        mem_wb_alu  <= mem_wb_alu;
        mem_wb_rd   <= mem_wb_rd;
        mem_wb_data <= mem_wb_data;
    end
end
endmodule
### design/flow/constraint.sdc
current_design memory

set clk_period 12.5
set clk_io_pct 0.2

create_clock -name clk0 -period $clk_period [get_ports {CLK}]

set non_clock_inputs [all_inputs -no_clocks]
set_input_delay [expr $clk_period * $clk_io_pct] -clock clk0 $non_clock_inputs
set_output_delay [expr $clk_period * $clk_io_pct] -clock clk0 [all_outputs]
### design/flow/config.mk
export PLATFORM = sky130hd
export DESIGN_NAME = memory
export DESIGN_NICKNAME = memory
export VERILOG_FILES = /design/flow/design.v
export SDC_FILE = /design/flow/constraint.sdc
export NUM_CORES = 4
export LEC_CHECK = 1
export CORE_AREA = 10 10 215 215
export DIE_AREA = 0 0 225 225
==> results.toml <==
# yosys + openroad results
[clock_tree]
cts_tree = "yes"
ctsHoldBuffers = 0
htree_levels = 4
path_clk_slew_ps = 70
clock_latency_ps = 460
cts.sinks = 166
post_cts_buffers = 0
clk_path_buf_depth = 2
clockRootBuffer = "clkbuf_16"
cts_buffers = 17
ctsResizeCount = 0

[die]
fp.coreArea_um2 = 41800
die-area_um2 = 50600
fp_util = 0.149
die_y_um = 225
rows = 75
io_pins = 512
die_x_um = 225

[worst_setup_path]
cp.required_ps = 10000
cp_max_fo = 17
worstPathArrival_ps = 5730
end_kind = "output pin"
cp-start-kind = "input pin"
crit_type = "in2out"
path_delay_family = "buffers and inverters"
crit_path_top_delay_cell = "a32oi_4"
crit_chain = "clkdlybuf4s50_1, or2_0, a32oi_4, buf_4, inv_1, mux2i_4, a21oi_1, clkdlybuf4s50_1"
slowest_delay_ps = 610
cp_common_cell = "clkdlybuf4s50_1"
cp_num_buf_inv = 4

[pwr]
combPwrFrac = 0.156
p_seq_frac = 0.471
p_per_area_nw_per_um2 = 119
pwr-share-clk = 0.373
swShare = 0.240
p_leak_nw = 4.03
peakVddDrop_mv = 0.0830
p_sw_uw = 326
internal_power_mw = 1.03

[run_status]
status = "finished, final reports clean"

[global_route]
grt_pass1_vias = 5056
grt_pass1_wl_um = 37500
antenna_found_initial = 1
overflow = 0
grtUsageTotal = 0.104
grt_max_degree = 46

[timing]
skew_ps = 13.6
worstMarginPinSlew_ps = 693
finalSetupViolCount = 0
hold_ws_ps = 850
finalHoldViolCount = 0
rsz0062_at_grt = "false"
fin_ws_ps = 4270
fmax_mhz = 122
setup_tns_ps = 0
slew_headroom = 0.538
finalCriticalPeriod_ps = 8230
slew_violations = 0
timing.final.crit_share = 0.658

[logic_synthesis]
ys_sh_aoi = 0.0887
ys_cells = 408
simple_gate_area_frac = 0.0351
synth-edff-count = 133
ys_sh_adder = 0
async_reset_ff_frac = 0
synth-area-yosys_um2 = 6240
synth_flops = 166
ys_sh_mux = 0.0453
yosysSeqAreaShare = 0.746
ff_type = "edfxtp_1"
xor_share = 0
yosys.cell_types.count = 33
syn_area_um2 = 6240
top_logic_kind = "AND-OR/OR-AND gates"
netlist_instances = 408
yosysWarnings = 1
synth_area_per_cell_um2 = 15.3

[routing]
wl_um = 27200
num_antenna_cells = 0
dr.pass1.iters = 4
avgViaCountPerCell = 3.53
avgRoutedWirePerCell_um = 20.1
drtIter0Drc = 228
ant_nets = 0
drc_errors = 0
vias = 4792

[placed_design]
gp_congestion = 0.807
numPortBuffers = 434
hpwl_um = 21800
dp_slack_ps = 4300

[final_layout]
drive_above_1_share = 0.0758
final_common_cell = "clkdlybuf4s50_1"
area_delta_synth_final_pct = 83.0
lay_top_cells = "432 x clkdlybuf4s50_1, 133 x edfxtp_1, 39 x a21oi_1, 32 x dfxtp_1, 26 x nand2_1"
utilization = 0.273

[job]
warning_count = 92
max_cap_violations = 0

[worst_hold_path]
hold_class = "reg2reg"
path summary, 6_finish.rpt:
| kind | from | endpoint | slack (ps) | cells past startpoint |
|---|---|---|---|---|
| setup reg to reg | EX_MEM_is_load_buffer | mem_wb_inst[23] | 9370 | 4 |
| setup / recovery | EX_MEM_is_store | load_data[17] | 4270 | 8 |
| hold reg to reg | EX_MEM_is_load_buffer | mem_wb_data[10] | 850 | 1 |
| hold / removal | EX_MEM_is_load_buffer | mem_wb_data[10] | 850 | 1 |
area by class of cell:
type | instances | area [um2]
clock buffers | 18 | 429
clock inverters | 14 | 115
fillers | 4243 | 30300
inverters | 12 | 45.0
multi-input cells | 166 | 1100
flip-flops and latches | 166 | 4660
well taps | 539 | 674
repair buffers | 442 | 4390
cell families (layout without fill, tap and decap cells):
logic type,count (synthesis),in the layout
compound gates,87,87
buf+inv,84,486
flops,166,166
mux,25,25
other cells,2,10
simple gates,44,44
cell usage after synthesis (9+ instances only):
| master | number | area share |
|---|---|---|
| clkbuf_1 | 16 | 0.0096 |
| a21oi_1 | 39 | 0.031 |
| mux2_2 | 16 | 0.029 |
| o22ai_1 | 15 | 0.015 |
| buf_4 | 52 | 0.063 |
| dfxtp_1 | 33 | 0.11 |
| nor2b_1 | 10 | 0.010 |
| edfxtp_1 | 133 | 0.64 |
| a22oi_1 | 9 | 0.011 |
| inv_1 | 12 | 0.0072 |
| a211oi_1 | 9 | 0.011 |
| nand2_1 | 26 | 0.016 |
worst reg2reg max path, delay by kind of cell (launching register included):
family	cells	cell delay, ps
simple gates	1	610
buf+inv	3	1620
flops	1	520
stage by stage:
stage                     power (mW)  std cells  area [um2]
after global placement         0.868       1325       10900
after detailed placement       0.868       1325       10900
final                           1.36       1357       11400
after CTS                       1.39       1357       11400
after global routing            1.42       1357       11400
after floorplan                0.695        416        6270
per-layer routing:
layer / part of all wire / global-route usage / up-vias
met2: 0.46 / 0.163 / 281
li1: - / - / 2246
met4: 0.014 / 0.0125 / 2
met1: 0.39 / 0.129 / 2244
met5: 0.00048 / 0 / -
met3: 0.13 / 0.0578 / 19
power by group through the flow:
stage | Sequential (mW) | Clock (mW) | Combinational [mW]
after CTS | 0.639 | 0.531 | 0.218
after global routing | 0.641 | 0.550 | 0.231
final | 0.639 | 0.506 | 0.212
Power figures rest on the tool's default switching activity, not on a simulated workload.
