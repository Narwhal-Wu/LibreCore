==> flow/design.v <==
`timescale 1ns/1ps
module AHB_bram_controller #(
    parameter integer DATA_WIDTH = 32,
    parameter integer ADDR_WIDTH = 32
    )(
    input  wire HCLK,         
    input  wire HRESETn,      
    input  wire HSELx,        
    input wire     [ADDR_WIDTH-1:0] HADDR,       
    input wire                      HWRITE,      
    input wire     [2:0]            HSIZE,       
    input wire     [2:0]            HBURST,      
    input wire     [3:0]            HPROT,       
    input wire     [1:0]            HTRANS,      
    input wire                      HMASTLOCK,   
    input wire                      HREADY,      
    input wire     [DATA_WIDTH-1:0] HWDATA,      
    output wire    HREADYOUT,                    
    output wire    HRESP,                        
    output reg     [DATA_WIDTH-1:0] HRDATA,      
    output reg  [ADDR_WIDTH-1:0]       bram_addra,    
    output reg  [DATA_WIDTH-1:0]       bram_dina,     
    input  wire [DATA_WIDTH-1:0]       bram_douta,    
    output reg                         bram_ena,      
    output reg  [(DATA_WIDTH/8)-1 : 0]  bram_wea      
);
localparam integer ADDR_LSB = (DATA_WIDTH/32) + 1;  
localparam  bus_FREE = 2'b00,
            bus_WRITE = 2'b01,
            bus_READ = 2'b10,
            bus_IDLE = 2'b11;
reg HRESP_reg;
always @(posedge HCLK or negedge HRESETn) begin
    if (!HRESETn) begin
        HRESP_reg <= 1'b0;
    end else begin
        if (HSELx && (HTRANS == 2'b10) && HREADY &&
            ((HSIZE > 3'd2) || (HBURST != 3'b000) || (bram_2BUSY == 2'b10) ||
              (HSIZE == 3'd1 && HADDR[0] != 1'd0) || (HSIZE == 3'd2 && HADDR[1:0] != 2'd0))) begin
            HRESP_reg <= 1'b1;
        end else begin
            HRESP_reg <= 1'b0;
        end
    end
end
assign HRESP = HRESP_reg;
reg [1:0] bram_2BUSY;
always @(posedge HCLK or negedge HRESETn) begin
    if (!HRESETn) begin
        bram_2BUSY <= 2'b0;
    end else if (bus_state_d1 == bus_WRITE && bus_state == bus_READ && bram_2BUSY == 2'b01) begin
        bram_2BUSY <= 2'b10;
    end else if (bus_state_d1 == bus_WRITE && bus_state == bus_READ  && bram_2BUSY == 2'b00) begin
        bram_2BUSY <= 2'b01;
    end else if ((bus_state == bus_FREE) ||(bus_state_d1 == bus_READ && bus_state == bus_WRITE)) begin
        bram_2BUSY <= 2'b0;
    end else begin
        bram_2BUSY <= bram_2BUSY;
    end
end
assign HREADYOUT = 1'b1;  
reg read_pending;
always @(posedge HCLK or negedge HRESETn) begin
    if (!HRESETn) begin
        read_pending <= 1'b0;
    end else begin
        read_pending <= HREADY && HSELx && (HTRANS == 2'b10) && !HWRITE;
    end
end
reg write_pending;
always @(posedge HCLK or negedge HRESETn) begin
    if (!HRESETn) begin
        write_pending <= 1'b0;
    end else begin
        write_pending <= HREADY && HSELx && (HTRANS == 2'b10) && HWRITE;
    end
end
reg [2:0] hsize_r;
always @(posedge HCLK or negedge HRESETn) begin
    if (!HRESETn) begin
        hsize_r <= 3'b000;
    end else if (HREADY && HSELx && (HTRANS == 2'b10)) begin
        hsize_r <= HSIZE;
    end else begin
        hsize_r <= hsize_r;
    end
end
reg [(DATA_WIDTH/8)-1:0] bram_wea_decode;
always @(posedge HCLK or negedge HRESETn) begin
    if (!HRESETn) begin
        bram_wea_decode <= {(DATA_WIDTH/8){1'b0}};
    end else if (HREADY && HSELx && (HTRANS == 2'b10) && HWRITE) begin  
        case (HSIZE)
            3'b000: bram_wea_decode <= ({{(DATA_WIDTH/8-1){1'b0}},1'b1} << HADDR[ADDR_LSB-1:0]);
            3'b001: bram_wea_decode <= ({{(DATA_WIDTH/8-2){1'b0}},2'b11} << {HADDR[1],1'b0});
            3'b010: bram_wea_decode <= {(DATA_WIDTH/8){1'b1}};
            default: bram_wea_decode <= {(DATA_WIDTH/8){1'b0}};
        endcase
    end else begin
        bram_wea_decode <= {(DATA_WIDTH/8){1'b0}};
    end
end
reg [ADDR_WIDTH-1 : 0] addr_r;
always @(posedge HCLK or negedge HRESETn) begin
    if (!HRESETn) begin
        addr_r <= {ADDR_WIDTH{1'b0}};
    end else if (HREADY && HSELx && (HTRANS == 2'b10)) begin
        addr_r <= HADDR;
    end else begin
        addr_r <= addr_r;
    end
end
always @(*) begin
    if (HSELx && (HTRANS == 2'b10) && HREADY && !HWRITE) begin
        bram_addra = HADDR;
    end else if (write_pending) begin
        bram_addra = addr_r;  
    end else if (register_active && ((bus_state == bus_FREE) ||(bus_state_d1 == bus_READ && bus_state == bus_WRITE))) begin
        bram_addra = addr_reg;  
    end else begin
        bram_addra = {ADDR_WIDTH{1'b0}};
    end
end
always @(*) begin
    if (HSELx && (HTRANS == 2'b10) && HREADY && !HWRITE) begin
        bram_ena = 1'b1;  
    end else if (write_pending) begin
        bram_ena = 1'b1;  
    end else if (register_active && ((bus_state == bus_FREE) ||(bus_state_d1 == bus_READ && bus_state == bus_WRITE))) begin
        bram_ena = 1'b1;  
    end else begin
        bram_ena = 1'b0;
    end
end
reg [(DATA_WIDTH/8)-1:0] bram_wea_busy;
always @(*) begin
    bram_wea_busy = {(DATA_WIDTH/8){1'b0}};  
    if (!HRESETn) begin
        bram_wea = {(DATA_WIDTH/8){1'b0}};
    end else if (write_pending) begin
        if(bus_state_d1 == bus_WRITE && bus_state == bus_READ) begin
            bram_wea_busy = bram_wea_decode;  
            bram_wea = {(DATA_WIDTH/8){1'b0}};
        end
        else begin
            bram_wea = bram_wea_decode;
        end
    end else if (register_active && ((bus_state == bus_FREE) ||(bus_state_d1 == bus_READ && bus_state == bus_WRITE))) begin
        bram_wea = bram_wea_reg;
    end else begin
        bram_wea = {(DATA_WIDTH/8){1'b0}};
    end
end
always @(*) begin
    if (!HRESETn) begin
        bram_dina = {DATA_WIDTH{1'b0}};
    end else if (write_pending) begin
        bram_dina = HWDATA;
    end else if (register_active && ((bus_state == bus_FREE) ||(bus_state_d1 == bus_READ && bus_state == bus_WRITE))) begin
        bram_dina = data_reg;
    end else begin
        bram_dina = {DATA_WIDTH{1'b0}};
    end
end
reg [1:0] offset;
reg [ADDR_WIDTH-1:0] bram_addra_d1;
always @(posedge HCLK or negedge HRESETn ) begin
    if(!HRESETn) begin
        offset <= 2'b0;
        bram_addra_d1 <= {ADDR_WIDTH{1'b0}};
    end else begin
        offset <= bram_addra[ADDR_LSB-1:0];
        bram_addra_d1 <= bram_addra;
    end
end
always @(*) begin
    HRDATA = {DATA_WIDTH{1'b0}};  
    if (!HRESETn) begin
        HRDATA = {DATA_WIDTH{1'b0}};
    end else if (read_pending) begin
    if(register_active && (bram_addra_d1[ADDR_WIDTH-1:ADDR_LSB] == addr_reg[ADDR_WIDTH-1:ADDR_LSB])) begin
            case (hsize_r)
                3'b000: begin
                    HRDATA = {24'b0, (bram_wea_reg[offset] ? data_reg[8*offset +: 8] : bram_douta[8*offset +: 8])};
                end
                3'b001: begin
                    if (offset < (DATA_WIDTH/8 - 1)) begin
                        HRDATA = {16'b0,
                            (bram_wea_reg[offset+1]   ? data_reg[8*(offset+1) +: 8] : bram_douta[8*(offset+1) +: 8]),
                            (bram_wea_reg[offset]     ? data_reg[8*offset +: 8]     : bram_douta[8*offset +: 8])};
                    end else begin
                        HRDATA = {DATA_WIDTH{1'b0}};  
                    end
                end
                3'b010: begin
                    HRDATA = {
                        (bram_wea_reg[3]   ? data_reg[24 +: 8] : bram_douta[24 +: 8]),
                        (bram_wea_reg[2]   ? data_reg[16 +: 8] : bram_douta[16 +: 8]),
                        (bram_wea_reg[1]   ? data_reg[8 +: 8]  : bram_douta[8 +: 8]),
                        (bram_wea_reg[0]   ? data_reg[0 +: 8]  : bram_douta[0 +: 8])};
                end
                default: HRDATA = {DATA_WIDTH{1'b0}};
            endcase
        end else begin
            case (hsize_r)
                3'b000: HRDATA = {24'b0, bram_douta[8*offset +: 8]};
                3'b001: HRDATA = {16'b0, bram_douta[8*offset +: 16]};
                3'b010: HRDATA = bram_douta;
                default: HRDATA = {DATA_WIDTH{1'b0}};
            endcase
        end
    end
end
reg [1:0] bus_state_d1;
reg [1:0] bus_state;
always @(posedge HCLK or negedge HRESETn) begin
    if (!HRESETn) begin
        bus_state_d1 <= bus_IDLE;
    end else begin
        bus_state_d1 <= bus_state;
    end
end
always @(*) begin
    bus_state = bus_FREE;  
    if(!HRESETn) begin
        bus_state = bus_IDLE;
    end
    else if(HREADY && HSELx && (HTRANS == 2'b10) && HWRITE) begin
       bus_state = bus_WRITE;
    end
    else if(HREADY && HSELx && (HTRANS == 2'b10) && !HWRITE) begin
        bus_state = bus_READ;
    end
    else begin
        bus_state = bus_FREE;
    end
end
reg register_active;
always @(posedge HCLK or negedge HRESETn) begin
    if (!HRESETn) begin
        register_active <= 1'b0;
    end else if (bus_state_d1 == bus_WRITE && bus_state == bus_READ) begin
        register_active <= 1'b1;
    end else if (((bus_state == bus_FREE) || (bus_state_d1 == bus_READ && bus_state == bus_WRITE))) begin
        register_active <= 1'b0;
    end else begin
        register_active <= register_active;
    end
end
reg [ADDR_WIDTH-1:0] addr_reg;
reg [DATA_WIDTH-1:0] data_reg;
reg [(DATA_WIDTH/8)-1:0] bram_wea_reg;
always @(posedge HCLK or negedge HRESETn) begin
    if (!HRESETn) begin
        addr_reg <= {ADDR_WIDTH{1'b0}};
        data_reg <= {DATA_WIDTH{1'b0}};
        bram_wea_reg <= {(DATA_WIDTH/8){1'b0}};
    end else if (bus_state_d1 == bus_WRITE && bus_state == bus_READ) begin
        addr_reg <= addr_r;
        data_reg <= HWDATA;
        bram_wea_reg <= bram_wea_busy;
    end else if (((bus_state == bus_FREE) ||(bus_state_d1 == bus_READ && bus_state == bus_WRITE))) begin
        addr_reg <= {ADDR_WIDTH{1'b0}};
        data_reg <= {DATA_WIDTH{1'b0}};
        bram_wea_reg <= {(DATA_WIDTH/8){1'b0}};
    end else begin
        addr_reg <= addr_reg;
        data_reg <= data_reg;
        bram_wea_reg <= bram_wea_reg;
    end
end
endmodule
==> flow/run.sh <==
#!/bin/bash
# OpenROAD 26Q1-2900-gdf79404cd8, Yosys 0.63+post, stock flow scripts
make -C /OpenROAD-flow-scripts/flow DESIGN_CONFIG=/design/flow/config.mk WORK_HOME=/design/flow/orfs finish
==> flow/config.mk <==
export PLATFORM = sky130hd
export DESIGN_NAME = AHB_bram_controller
export DESIGN_NICKNAME = AHB_bram_controller
export VERILOG_FILES = /design/flow/design.v
export SDC_FILE = /design/flow/constraint.sdc
export NUM_CORES = 4
export LEC_CHECK = 1
export CORE_UTILIZATION = 40
==> flow/constraint.sdc <==
current_design AHB_bram_controller

set clk_period 12.2
set clk_io_pct 0.2

create_clock -name clk0 -period $clk_period [get_ports {HCLK}]

set non_clock_inputs [all_inputs -no_clocks]
set_input_delay [expr $clk_period * $clk_io_pct] -clock clk0 $non_clock_inputs
set_output_delay [expr $clk_period * $clk_io_pct] -clock clk0 [all_outputs]
==> impl_metrics.ini <==
; implementation run metrics
[critical_path]
timing.rr.start = bus_state_d1[2]$_DFF_PN0_
r2r-end = bram_addra_d1[1]$_DFF_PN0_
cp_slowest_cell = clkdlybuf4s50_1
cp_cell_sequence = clkdlybuf4s50_1, and4b_1, buf_4, nand2_1, nand2_2, nor3b_4, buf_4, a221oi_1, nor2_1, clkdlybuf4s50_1
crit_required_ps = 9760
startpoint_type = input pin
arrival_ps = 5540
max_stage_delay_ps = 520
endpoint_kind = primary output
rr_worst_depth = 7
worst-setup-path-type = input pin to primary output
worstPathMaxFanout = 44
ff2ff_setup_slack_ps = 10110

[final_timing]
finalCritPeriodShare_pct = 65.43
slew_viol_final = 0
fin_crit_ps = 7982
finClkSkew_ps = 8.988
fin_hold_ws_ps = 493.0
rsz0062_at_grt = false
setup_violations = 0
slew_headroom_pct = 38.27
hold_viol_final = 0
tightest_slew_ps = 922.6
fmax_mhz = 125.3
setup_tns_ps = 0

[logic_synthesis]
synthCells = 1052
synth-main-ff-cell = dfrtp_1
ys_cells = 1052
ys_warn_count = 1
synth.distinct_cells = 55
edf_count = 0
ys_seq_share_pct = 41.79
synth_area_per_cell_um2 = 8.427
netlist_area_mm2 = 0.008865
synthArstFlopShare_pct = 100.0
yosys_register_bits = 148
yosys_area_mm2 = 0.008865

[final_layout]
nFillCells = 1990
flop_area_mm2 = 0.003707
drive_above_1_share_pct = 8.286
fin_util_pct = 53.70
syn2layout_area_growth_pct = 31.80
logic_area_mm2 = 0.004778

[clock_tree]
hold_buffers = 0
post-cts-setup-buffer-count = 0
insertion_delay_ps = 420
cts_buffers = 17
cts_num_sinks = 148
path_clk_slew_ps = 60
cts_tree = yes
cts_root_buf = clkbuf_16
clockBufferDepth = 2
cts_resized = 0
h-tree-depth = 4

[global_routing]
grt_pass1_wl_mm = 45.76
grtUsageTotal_pct = 27.51
grt_max_degree = 62
grt_pass1_vias = 7885
grt_remaining_overflow = 0
antenna_found_initial = 0

[floorplanning]
die_w_um = 150.9
die_y_um = 150.9
rows = 54
chip_area_mm2 = 0.02276
core_mm2 = 0.02176
io_pins = 217
fp-utilization_pct = 40.75

[pwr]
ir_drop_mv = 0.09169
p_leak_nw = 5.159
p_per_area_mw_per_mm2 = 102.4

[detailed_routing]
wl_mm = 29.54
dr.pass1.iters = 5
dr.first_iter.drc_count = 640
viasPerCell = 5.527
drt-wirelength-per-cell_um = 19.55
vias = 8352
route.detailed.drc = 0
detail-route-antenna-nets = 0
antennaDiodeCount = 0

[min_path]
hp-start = addr_r[20]$_DFFE_PN0N_
holdPathStages = 2
hold_class = register to register
min_to = addr_reg[20]$_DFFE_PN0P_

[run]
tool_warnings = 30
maxCapViolations = 0

[placement]
hpwl_mm = 19.65
port_buffers = 210
finalWeightedCongestion = 0.9525

[outcome]
status = complete, no violations
## how the worst max path moves through the flow
stage	from	to	slack [ps]	cells past startpoint
6_report	HTRANS[0]	bram_addra[1]	4220	10
5_1_grt	HTRANS[0]	bram_addra[7]	4080	10
4_1_cts	HTRANS[0]	bram_addra[1]	4200	10
## cells in the final DEF, fill, tap and decap left out, types with 10 or more instances in the layout
cell type / count
mux2_2: 17
o21ai_0: 32
buf_4: 22
mux2i_1: 39
xor2_1: 10
a221oi_1: 32
nand2_1: 295
dfrtp_1: 145
nor2b_1: 46
xnor2_1: 16
nand3_1: 71
a22oi_1: 39
clkdlybuf4s50_1: 209
mux4_2: 16
nor2_1: 94
clkbuf_16: 17
## metrics by stage
stage / cells / setup slack (ps) / instance area, um2 / total power, W
finish: 1511 / 4218 / 11680 / 0.001197
CTS: 1511 / 4200 / 11680 / 0.001205
global route: 1511 / 4078 / 11680 / 0.001246
global placement: 1479 / 4196 / 11140 / 0.0007129
floorplan: 1052 / 5901 / 8865 / 0.0006246
detailed placement: 1479 / 4210 / 11140 / 0.0007136
## cells in the mapped netlist (9+ instances only)
| master | instances | area [um2] |
|---|---|---|
| a221oi_1 | 32 | 280.3 |
| a22oi_1 | 39 | 292.8 |
| a31oi_1 | 9 | 56.30 |
| buf_2 | 17 | 85.08 |
| clkbuf_1 | 59 | 221.5 |
| dfrtp_1 | 147 | 3679 |
| mux2_2 | 17 | 191.4 |
| mux2i_1 | 39 | 390.4 |
| mux4_2 | 16 | 360.4 |
| nand2_1 | 297 | 1115 |
| nand3_1 | 71 | 355.3 |
| nor2_1 | 95 | 356.6 |
| nor2b_1 | 46 | 287.8 |
| o21ai_0 | 33 | 165.2 |
| o22ai_1 | 9 | 56.30 |
| xnor2_1 | 16 | 140.1 |
| xor2_1 | 10 | 87.58 |
## power breakdown
group          total (W)  switching (W)  internal (W)  leakage [nW]
combinational   0.000168      0.0000877     0.0000807          2.89
sequential      0.000538      0.0000224      0.000516          2.01
clock           0.000490       0.000221      0.000269         0.266
total            0.00120       0.000331      0.000866          5.16
## metal layers
metal	global-route usage, %	up-vias	wire (um)
met2	39.89	356	13220
li1	-	3985	-
met5	0	-	0
met3	7.158	20	2754
met1	44.05	3991	13220
met4	3.100	0	340
## critical path, delay by kind of cell
family / cells / cell delay (ps)
AND-OR/OR-AND: 1 / 170
buffers and inverters: 4 / 1760
AND/OR/NAND/NOR: 5 / 1150
## cells by family (layout without fill, tap and decap cells)
kind of cell | count (synthesis) | count (layout) | share of synthesized area (%)
xor gates and xnor gates | 26 | 26 | 2.569
AOI/OAI and AO/OA | 163 | 163 | 13.17
DFF | 148 | 148 | 41.79
and+or+nand+nor | 548 | 548 | 27.33
other | 1 | 1 | 0.04230
muxes | 72 | 72 | 10.63
buffers and inverters | 94 | 273 | 4.474
## cell type report
type	count	area share, %
multi-input combinational	810	40.90
sequential	148	31.73
clock inverter	13	0.8781
timing repair buffer	232	19.42
tap	280	2.999
clock buffer	19	3.791
inverter	9	0.2891
Power figures rest on the tool's default switching activity, not on a simulated workload.
