### flow/design.v
`timescale 1ns / 1ps
module decode (
    input         CLK,
    input  [31:0] IF_ID_pc,         
    input  [31:0] IF_ID_inst,       
    input  [31:0] rs1,              
    input  [31:0] rs2,              
    input  [31:0] ID_EX_alu,        
    input  [4:0]  EX_MEM_rd,        
    input  [31:0] EX_MEM_alu,       
    input  [31:0] EX_MEM_inst,      
    input  [4:0]  MEM_WB_rd,        
    input         branch_taken,     
    input  [31:0] load_data,        
    output [31:0] ID_EX_pc,         
    output [31:0] ID_EX_inst,       
    output [31:0] ID_EX_rs1,        
    output [31:0] ID_EX_rs2,        
    output [4:0]  ID_EX_rd,         
    output [31:0] ID_EX_imm,        
    output        ID_EX_is_jalr,    
    output        ID_EX_is_jal,     
    output        ID_EX_is_sys,     
    output        ID_EX_is_branch,  
    output        Load_bubble,      
    output        rs2_Flag          
);
reg [31:0] id_ex_inst; 
reg [31:0] id_ex_pc;
reg [31:0] id_ex_rs1;    
reg [31:0] id_ex_rs2;   
reg [4:0]  id_ex_rd;    
reg [31:0] id_ex_imm;   
reg        id_ex_is_jalr;
reg        id_ex_is_jal;
reg        id_ex_is_sys;
reg        id_ex_is_branch;
reg        load_bubble;
reg        forward_rs1_EX;   
reg        forward_rs2_EX;   
reg        forward_rs1_MEM;  
reg        forward_rs2_MEM;  
reg        rs2_flag;
wire [31:0] ALL0  = 0;
wire [31:0] ALL1  = -1;
wire [31:0] imm_i_s = { IF_ID_inst[31] ? ALL1[31:12]: ALL0[31:12], IF_ID_inst[31:20] };
wire [31:0] imm_s_s = { IF_ID_inst[31] ? ALL1[31:12]: ALL0[31:12], IF_ID_inst[31:25], IF_ID_inst[11:7] };
wire [31:0] imm_b_s = { IF_ID_inst[31] ? ALL1[31:13]: ALL0[31:13], IF_ID_inst[31],    IF_ID_inst[7],  IF_ID_inst[30:25],IF_ID_inst[11:8],ALL0[0] };
wire [31:0] imm_j_s = { IF_ID_inst[31] ? ALL1[31:21]: ALL0[31:21], IF_ID_inst[31],    IF_ID_inst[19:12], IF_ID_inst[20], IF_ID_inst[30:21], ALL0[0] };
wire [31:0] imm_u_s = { IF_ID_inst[31:12], ALL0[11:0] };
assign ID_EX_pc        = id_ex_pc;
assign ID_EX_inst      = id_ex_inst;
assign ID_EX_rs1       = id_ex_rs1;
assign ID_EX_rs2       = id_ex_rs2;
assign ID_EX_rd        = id_ex_rd;
assign ID_EX_imm       = id_ex_imm;
assign ID_EX_is_jalr   = id_ex_is_jalr;
assign ID_EX_is_jal    = id_ex_is_jal;
assign ID_EX_is_sys    = id_ex_is_sys;
assign ID_EX_is_branch = id_ex_is_branch;
assign Load_bubble     = load_bubble;
assign rs2_Flag        = rs2_flag;
always @(*) begin
    if ((ID_EX_rd == IF_ID_inst[19:15]) && (ID_EX_rd != 0) && 
        (ID_EX_inst[6:0] != 7'b0100011) && (ID_EX_inst[6:0] != 7'b1100011) && (ID_EX_inst != 0)) forward_rs1_EX = 1;
    else                                                                             forward_rs1_EX = 0;
    if ((ID_EX_rd == IF_ID_inst[24:20]) && (ID_EX_rd != 0) && 
        (ID_EX_inst[6:0] != 7'b0100011) && (ID_EX_inst[6:0] != 7'b1100011) && (ID_EX_inst != 0)) forward_rs2_EX = 1;
    else                                                                             forward_rs2_EX = 0;
    if ((EX_MEM_rd == IF_ID_inst[19:15]) && (EX_MEM_rd != 0) && 
        (EX_MEM_inst[6:0] != 7'b1100011) && (EX_MEM_inst[6:0] != 7'b0100011) && (EX_MEM_inst != 0)) forward_rs1_MEM = 1;
    else                                                                                forward_rs1_MEM = 0;
    if ((EX_MEM_rd == IF_ID_inst[24:20]) && (EX_MEM_rd != 0) && 
        (EX_MEM_inst[6:0] != 7'b1100011) && (EX_MEM_inst[6:0] != 7'b0100011) && (EX_MEM_inst != 0)) forward_rs2_MEM = 1;
    else                                                                                forward_rs2_MEM = 0;
end
always @(*) begin
    if (IF_ID_inst[6:0] == 7'b0000011) load_bubble = 1;
    else                         load_bubble = 0;
end
always @(posedge CLK) begin
    if (forward_rs2_MEM && EX_MEM_inst[6:0] == 7'b0000011 && EX_MEM_inst[11:7] == IF_ID_inst[24:20]) rs2_flag <= 1;
    else                                                                                       rs2_flag <= 0;
end
always @(posedge CLK) begin
    id_ex_pc <= IF_ID_pc;
    if (branch_taken) id_ex_inst <= 32'h00000000;
    else              id_ex_inst <= IF_ID_inst;
    if           (forward_rs1_EX)  id_ex_rs1 <= ID_EX_alu;
    else if      (forward_rs1_MEM && EX_MEM_inst[6:0] == 7'b0000011 && EX_MEM_inst[11:7] == IF_ID_inst[19:15]) id_ex_rs1 <= load_data;
    else if      (forward_rs1_MEM) id_ex_rs1 <= EX_MEM_alu;
    else                           id_ex_rs1 <= rs1;
    if           (forward_rs2_EX)  id_ex_rs2 <= ID_EX_alu;
    else if      (forward_rs2_MEM && EX_MEM_inst[6:0] == 7'b0000011 && EX_MEM_inst[11:7] == IF_ID_inst[24:20]) id_ex_rs2 <= load_data;
    else if      (forward_rs2_MEM) id_ex_rs2 <= EX_MEM_alu;
    else                           id_ex_rs2 <= rs2;
    id_ex_rd <= IF_ID_inst[11:7];
    case (IF_ID_inst[6:0])
        7'b1100111:    id_ex_imm <= imm_i_s;
        7'b1101111:     id_ex_imm <= imm_j_s;
        7'b1100011:     id_ex_imm <= imm_b_s;
        7'b0110111:     id_ex_imm <= imm_u_s;
        7'b0010111:   id_ex_imm <= imm_u_s;
        7'b0000011:     id_ex_imm <= imm_i_s;
        7'b0100011:     id_ex_imm <= imm_s_s;
        default:  id_ex_imm <= imm_i_s;
    endcase
    id_ex_is_jalr   <= (IF_ID_inst[6:0] == 7'b1100111);
    id_ex_is_jal    <= (IF_ID_inst[6:0] == 7'b1101111);
    id_ex_is_sys    <= (IF_ID_inst[6:0] == 7'b1110011);
    id_ex_is_branch <= (IF_ID_inst[6:0] == 7'b1100011); 
end    
endmodule
### flow/run.sh
#!/bin/bash
# OpenROAD 26Q1-2900-gdf79404cd8, Yosys 0.63+post, stock flow scripts
make -C /OpenROAD-flow-scripts/flow DESIGN_CONFIG=/design/flow/config.mk WORK_HOME=/design/flow/orfs finish
### flow/config.mk
export PLATFORM = sky130hd
export DESIGN_NAME = decode
export DESIGN_NICKNAME = decode
export VERILOG_FILES = /design/flow/design.v
export SDC_FILE = /design/flow/constraint.sdc
export NUM_CORES = 4
export LEC_CHECK = 1
export CORE_AREA = 10 10 211 211
export DIE_AREA = 0 0 221 221
### flow/constraint.sdc
current_design decode

set clk_period 12.6
set clk_io_pct 0.2

create_clock -name clk0 -period $clk_period [get_ports {CLK}]

set non_clock_inputs [all_inputs -no_clocks]
set_input_delay [expr $clk_period * $clk_io_pct] -clock clk0 $non_clock_inputs
set_output_delay [expr $clk_period * $clk_io_pct] -clock clk0 [all_outputs]
==> flow_summary.toml <==
# synthesis and place-and-route metrics
[layout]
drive_above_1_share_pct = 8.30
fin_util_pct = 31.5
final_area_um2 = 12500
area_growth_pct = 76.2

[logic_synthesis]
topCellsByArea = "dfxtp_1 (48%), a41oi_2 (6.9%), nand4_1 (6.1%)"
ys_warn_count = 1
ys_ff = 170
yosys_most_used_dff = "dfxtp_1"
syn_avg_cell_area_um2 = 9.44
yosys.stat.seqShare_pct = 47.9
edf_count = 0
netlist.area_leader.share_pct = 47.9
ys_types = 40
top_cell = "dfxtp_1"
yosysChipArea_um2 = 7110
yosys-top-cells-count = "dfxtp_1 (170), nor3_1 (77), nand3_1 (70)"
top_area_cell = "dfxtp_1"
syn_area_um2 = 7110
ys_cells = 753
async_flop_share_pct = 0
syn_inst = 753

[job]
tool_warnings = 30
drv_cap = 0

[global_route]
grt_pass1_vias = 8340
overflow = 0
grt_first_pass_wirelength_um = 58500
antenna_found_initial = 5
grt_max_degree = 65
grt_use_total_pct = 15.9

[clocking]
ctsResizeCount = 0
root_buffer = "clkbuf_16"
clkLatencyLatePin_ps = 460
cts_hold_buf = 0
cts_setup_buffers = 0
clockBufferDepth = 2
cts_made_buffers = 17
htreeDepth = 4
numClockSinks = 170
path_clk_slew_ps = 80
tritoncts = "yes"

[sta]
setup_violations = 0
rsz0062_at_grt = "false"
slew_headroom_pct = 40.9
min_period_ps = 6730
hold_viol_final = 0
finClkSkew_ps = 14.1
worst_pin_slew_ps = 883
slew_viol_final = 0
max_freq_mhz = 149
tns_ps = 0
finalClockPeriodUsage_pct = 53.4

[power]
seqPwrFrac_pct = 43.2
leakagePower_nw = 4.27
swShare_pct = 26.5
ir_worst_vdd_mv = 0.0915
power_frac_clock_pct = 38.8
p_sw_mw = 0.362
p_int_mw = 1.00
power.total_mw = 1.36
comb_power_share_pct = 18.0
power_density_nw_per_um2 = 109

[worst_setup_path]
max_stage_delay_ps = 540
path_max_fanout = 4
crit_family = "buffers and inverters"
crit_chain = "clkdlybuf4s50_1 -> nand2_1 -> nor3_1 -> nor4b_1 -> clkdlybuf4s50_1"
critPathLaunchType = "input port"
r2r_slack_ps = 9020
cp.required_ps = 10080
worstSetupPathType = "input port to primary output"
rr_startpoint = "id_ex_inst[27]"
endpoint_kind = "primary output"
cp_num_buf_inv = 2
cpMaxStageDelayCell = "clkdlybuf4s50_1"
worstSetupStartpoint = "IF_ID_inst[0]"
arrival_ps = 4210
path_common_cell = "clkdlybuf4s50_1"

[floorplanning]
die_x_um = 221
rows = 73
die.size.y_um = 221
ios = 439
fp_util_pct = 17.9
die-area_um2 = 48800
coreArea_um2 = 39800

[routing]
routed_via_density = 4.72
finalWirelength_um = 39500
dr_total_vias = 7938
drt_iter0_markers = 610
drc = 0
dr.pass1.iters = 5
wire_per_inst_um = 23.5
ant_nets = 0

[place]
place_area_um2 = 12000
hpwl_um = 29300
portBuffers = 433
place.gp.congestion = 0.873

[worst_hold_path]
hp-class = "register to register"
hp-start = "id_ex_inst[17]"

[run_status]
outcome = "finished clean"
[power by group through the flow]
stage | Sequential (mW) | Combinational (mW) | Clock (mW)
finish | 0.589 | 0.246 | 0.529
global route | 0.594 | 0.265 | 0.571
CTS | 0.590 | 0.250 | 0.550
[metal layers]
layer  vias up  wire, um  GRT usage (%)
li1       3629         -              -
met1      3749     15600           19.2
met2       484     18400           25.2
met3        68      4530           7.50
met4         8      1010           3.61
met5         -        50              0
[flip-flops by register name, indices dropped and copies added (netlist names)]
name / cells
id_ex_is_jal: 1
id_ex_rs1: 32
id_ex_pc: 32
id_ex_rs2: 32
id_ex_is_sys: 1
id_ex_is_branch: 1
id_ex_rd: 5
rs2_flag: 1
id_ex_inst: 32
id_ex_imm: 32
id_ex_is_jalr: 1
[cell usage in the layout, fill, tap and decap left out, types with 2 or more instances in the layout]
| cell | instances |
|---|---|
| a21o_1 | 19 |
| inv_6 | 4 |
| a41oi_1 | 34 |
| nor2b_1 | 36 |
| and4_2 | 2 |
| o21ai_0 | 68 |
| nand2b_1 | 5 |
| nand3_2 | 2 |
| inv_8 | 5 |
| dfxtp_1 | 170 |
| buf_4 | 19 |
| nand3_1 | 68 |
| nor3_1 | 76 |
| a41oi_2 | 30 |
| xnor2_1 | 8 |
| clkinv_2 | 2 |
| nor2_1 | 10 |
| or2_2 | 2 |
| inv_1 | 3 |
| nand2_1 | 11 |
| xor2_1 | 22 |
| clkdlybuf4s50_1 | 433 |
| nor4_1 | 16 |
| nand4_1 | 69 |
| clkinv_8 | 2 |
| clkbuf_16 | 17 |
[tightest hold or removal path: cells and delay by family, from the launching register on]
family	cells	cell delay [ps]
AOI/OAI and AO/OA	2	240
DFF	1	330
and+or+nand+nor	3	410
[final timing paths]
kind                                     end  cells past startpoint
worst max-delay path             Load_bubble                      5
worst min-delay path            id_ex_rs2[3]                      5
worst max register to register  id_ex_rs1[0]                      7
worst min register to register  id_ex_rs2[3]                      5
[through the flow]
stage	hold WS, ps	instances	worst slack [ps]
after global routing	1080	1682	5660
after detailed placement	1000	1650	5850
final	1020	1683	5870
after global placement	982	1650	5880
after floorplan	776	753	7180
after CTS	1010	1682	5850
[cells by family (layout without fill, tap and decap cells)]
kind of cell / after synthesis / after routing / share of synthesized area [%]
xor gates and xnor gates: 30 / 30 / 3.70
buffers and inverters: 83 / 487 / 4.93
other: 0 / 1 / 0
and+or+nand+nor: 313 / 313 / 24.9
DFF: 170 / 170 / 47.9
AOI/OAI and AO/OA: 156 / 156 / 18.5
muxes: 1 / 1 / 0.141
[layout make-up]
type,count,area (um^2)
Multi-Input combinational cell,500,3400
Antenna cell,1,2.50
Inverter,3,11.3
Sequential cell,170,3400
Timing Repair Buffer,452,4480
Clock buffer,17,425
Clock inverter,15,150
Tap cell,525,657
Fill cell,4140,27300
